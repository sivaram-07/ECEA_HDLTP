--- /design/flow/design.v ---
`timescale 1ns / 1ps
module counter(
input clk,
output reg [3:0]count,
input rst
    );
 always @ (posedge clk or posedge rst) 
 if(rst)
 count = 4'b0000;
 else
 count <= count + 1;
endmodule
--- /design/flow/config.mk ---
export PLATFORM = sky130hd
export DESIGN_NAME = counter
export DESIGN_NICKNAME = counter
export VERILOG_FILES = /design/flow/design.v
export SDC_FILE = /design/flow/constraint.sdc
export NUM_CORES = 4
export LEC_CHECK = 1
export CORE_AREA = 10 10 70 70
export DIE_AREA = 0 0 80 80
--- /design/flow/run.sh ---
#!/bin/bash
# OpenROAD 26Q1-2900-gdf79404cd8, Yosys 0.63+post, stock flow scripts
make -C /OpenROAD-flow-scripts/flow DESIGN_CONFIG=/design/flow/config.mk WORK_HOME=/design/flow/orfs finish
--- /design/flow/constraint.sdc ---
current_design counter

set clk_period 1.5
set clk_io_pct 0.2

create_clock -name clk0 -period $clk_period [get_ports {clk}]

set non_clock_inputs [all_inputs -no_clocks]
set_input_delay [expr $clk_period * $clk_io_pct] -clock clk0 $non_clock_inputs
set_output_delay [expr $clk_period * $clk_io_pct] -clock clk0 [all_outputs]
==> impl_metrics.csv <==
group,metric,value,unit
timing,finalCriticalPeriod,1.40,ns
floorplan,die_y,80,um
floorplan,fp.dieW,80,um
clock_tree,cts_resized,0,
timing,finalSetupViolations,0,
detailed_routing,detail-route-antenna-nets,0,
clock_tree,cts_sinks,4,
setup_path,reg2reg_slack,0.63,ns
clock_tree,cts-root-buf,"clkbuf_4",
yosys,synth_flops,4,
finish,largestRegisters,"count: 4 flops",
timing,finalCritPeriodShare,93.5,%
yosys,ys_async_sr_fraction,100,%
floorplan,rows,21,
yosys,postSynthSeqShare,70.2,%
floorplan,core_util_floorplan,4.18,%
yosys,ys_warn_count,1,
finish,area_delta_synth_final,96.5,%
yosys,area_leaders,"dfrtp_1 70%, ha_1 8.8%, xnor2_1 6.1%",
yosys,top_area_cell,"dfrtp_1",
global_route,grtUsageTotal,1.41,%
detailed_routing,wl_met2,87,um
setup_path,r2r-start,"count[0]$_DFF_PP0_",
timing,tns,0,ns
detailed_routing,met1_length,246,um
setup_path,slowest_delay,0.49,ns
setup_path,start_kind,"flop",
finish,instances_no_fill,65,
detailed_routing,drc,0,
power_and_ir_drop,powerDensity,869,nW/um^2
timing,hold_viol,0,
yosys,synth_chip_area,143,um^2
yosys,synth.top_cell.area_share,70.2,%
detailed_routing,wirelength,396,um
setup_path,cp_num_buf_inv,1,
detailed_routing,top_layer,"met3",
finish,n_fill_cell,409,
timing,slew_violations,0,
yosys,syn_area,143,um^2
setup_path,crit_fanout,4,
detailed_routing,vias_per_cell,1.52,
global_route,overflow,0,
setup_path,critPathCaptureType,"output pin",
finish,largest_reg_flops,4,
job,drv_cap,0,
yosys,ys_cells,10,
placement,gp_congestion,0.644,
setup_path,cp_top_family,"buffers and inverters",
placement,io_buffers,5,
clock_tree,htree_levels,1,
yosys,ys.flop_type,"dfrtp_1",
floorplan,chipArea,6400,um^2
clock_tree,ctsHoldBuffers,0,
setup_path,crit_arrival,1.10,ns
global_route,grt_pass1_vias,127,
setup_path,path_cells,"clkdlybuf4s50_1",
detailed_routing,route.met3.wl,62,um
clock_tree,insertion_delay,0.23,ns
detailed_routing,drt_iter0_drc,0,
setup_path,critPathKind,"reg2out",
timing,max_slew_margin,90.1,%
global_route,grt_pass1_wl,662,um
timing,worst_pin_slew,0.149,ns
floorplan,core_area,3420,um^2
setup_path,crit_required,1.20,ns
floorplan,boundaryPins,6,
timing,rsz0062_at_grt,"no",
job,warnings,25,
clock_tree,clk_pin_slew_worst_paths,0.04,ns
setup_path,r2r-end,"count[2]$_DFF_PP0_",
timing,finClkSkew,0.00447,ns
global_route,antenna_found_initial,0,
yosys,syn_avg_cell_area,14.3,um^2
yosys,syn_inst,10,
hold_path,hold_class,"in2async",
finish,largest-register,"count",
power_and_ir_drop,worst_ir_drop_vdd,0.449,mV
clock_tree,cts_tree,"done",
yosys,most_common_cell,"dfrtp_1",
detailed_routing,diodes,0,
finish,drive_gt1_share,21.1,%
detailed_routing,firstDrtPassIters,1,
setup_path,reg2reg_depth,2,
clock_tree,cts_setup_buffers,0,
detailed_routing,wl_per_cell,6.09,um
placement,dp.cells,61,
yosys,synthTopCellsByCount,"4 x dfrtp_1, 2 x inv_1",
power_and_ir_drop,leakage,0.122,nW
global_route,grt_max_degree,5,
timing,max_freq,713,MHz
yosys,edf_count,0,
detailed_routing,vias,99,
clock_tree,cts_buffers,3,
setup_path,cp_slowest_cell,"clkdlybuf4s50_1",
yosys,ys_types,6,
outcome,run_status,"finished, final reports clean",
clock_tree,clock_path_buffers,2,
-- worst max path at each step --
stage / endpoint / slack [ns] / startpoint / depth (start not counted)
6_report: count[0] / 0.1 / count[0]$_DFF_PP0_ / 1
5_1_grt: count[0] / 0.04 / count[0]$_DFF_PP0_ / 1
4_1_cts: count[2] / 0.04 / count[2]$_DFF_PP0_ / 1
-- report_power, final --
part / leakage, nW / switching [mW] / total, mW / internal [mW]
combinational: 0.0521 / 0.00222 / 0.00466 / 0.00244
sequential: 0.0566 / 0 / 0.109 / 0.109
clock: 0.0138 / 0.0411 / 0.130 / 0.0893
total: 0.122 / 0.0433 / 0.244 / 0.200
-- cells in the final DEF, fill, tap and decap left out --
master and n:
xnor2_1 1, inv_1 2, ha_1 1, dfrtp_1 4, clkbuf_4 3, clkdlybuf4s50_1 5, nand3_1 1, xor2_1 1
buf_4 1
-- layout make-up --
class / count / area [um^2] / share of cell area, %
Clock buffer: 3 / 22.5 / 8.04
Inverter: 2 / 7.51 / 2.68
Multi-Input combinational cell: 4 / 35.0 / 12.5
Sequential cell: 4 / 100 / 35.7
Tap cell: 46 / 57.6 / 20.5
Timing Repair Buffer: 6 / 57.6 / 20.5
-- metrics by stage --
stage | setup WS [ns] | instance area, um^2 | total power [mW] | util, % | hold WS [ns]
after CTS | 0.0413 | 273 | 0.249 | 7.99 | 0.251
final | 0.0981 | 280 | 0.244 | 8.21 | 0.253
after global placement | 0.316 | 250 | 0.114 | 7.33 | 0.455
after floorplan | 0.679 | 143 | 0.112 | - | 0.0661
after global routing | 0.0382 | 280 | 0.262 | 8.21 | 0.264
after detailed placement | 0.295 | 250 | 0.115 | 7.33 | 0.466
-- layer usage --
metal	GRT usage, %	vias up
li1	-	49
met1	2.07	42
met4	0.352	0
met2	1.12	8
met5	0	-
met3	1.59	0
-- cell families after synthesis --
group                    count (synthesis)  synth area share, %
adder cells (fa/ha/maj)                  1                 8.77
XOR/XNOR                                 2                 12.3
flip-flops                               4                 70.2
buffers and inverters                    2                 5.27
AND/OR/NAND/NOR                          1                 3.51
Power is estimated from default activity; no workload was simulated.
