<file path="flow/run.sh">
#!/bin/bash
# OpenROAD 26Q1-2900-gdf79404cd8, Yosys 0.63+post, stock flow scripts
make -C /OpenROAD-flow-scripts/flow DESIGN_CONFIG=/design/flow/config.mk WORK_HOME=/design/flow/orfs finish
</file>
<file path="flow/config.mk">
export PLATFORM = sky130hd
export DESIGN_NAME = bcdadder
export DESIGN_NICKNAME = bcdadder
export VERILOG_FILES = /design/flow/design.v
export SDC_FILE = /design/flow/constraint.sdc
export NUM_CORES = 4
export LEC_CHECK = 1
export CORE_AREA = 10 10 70 70
export DIE_AREA = 0 0 80 80
</file>
<file path="flow/constraint.sdc">
current_design bcdadder

set clk_period 6.5
set clk_io_pct 0.2

create_clock -name clk0 -period $clk_period

set non_clock_inputs [all_inputs -no_clocks]
set_input_delay [expr $clk_period * $clk_io_pct] -clock clk0 $non_clock_inputs
set_output_delay [expr $clk_period * $clk_io_pct] -clock clk0 [all_outputs]
</file>
<file path="flow/design.v">
`timescale 1ns / 1ps
module bcdadder(
input [3:0]a,b,
input cin,
output reg [3:0] sum,
output reg cout,
output reg[4:0] y );
always @(*)
begin
y=a+b+cin;
if (y>5'b01001)
begin
sum = y + 4'b0110;
cout=1;
end
else
begin
sum=y;
cout=0;
end
end
endmodule
</file>
==> flow_metrics.py <==
# Metrics from the implementation run
metrics = {
    "outcome": {
        "outcome": "finished clean",
    },
    "cells_and_area": {
        "final_layout_size_suffix_gt1_share_pct": 5.882,
        "lay_top_cells": "clkdlybuf4s50_1 (19), ha_1 (4), inv_1 (3)",
        "fillers": 398,
        "areaGrowthSynthToFinish_pct": 88.07,
        "clkbuf_count": 0,
        "final-seq-area_um2": 0,
        "design.seq.count": 0,
        "layout_top_cell": "clkdlybuf4s50_1",
    },
    "place": {
        "numPortBuffers": 19,
        "dp.final_hpwl_um": 831.4,
        "pre_cts_slack_ns": 0.6750,
        "place_congestion": 0.7923,
    },
    "pwr": {
        "vdd_drop_max_v": 0.00002393,
        "power_leakage_nw": 0.1996,
        "p_per_area_mw_per_mm2": 136.1,
        "p_total_mw": 0.06982,
    },
    "route": {
        "drtIter0Drc": 15,
        "drc": 0,
        "antenna_cells": 0,
        "vias_per_cell": 2.845,
        "antenna_left": 0,
        "wl_um": 880,
        "dr.pass1.iters": 4,
        "avgRoutedWirePerCell_um": 9.072,
        "vias": 276,
    },
    "timing": {
        "period_used_pct": 89.75,
        "grt_setup_unrepaired": "false",
        "hold_violations": 0,
        "period_minus_slack_ns": 5.834,
        "fmax_ghz": 0.1714,
        "slew_violations": 0,
        "setup_viol": 0,
        "setup_slack_ns": 0.6662,
        "worst_pin_slew_ns": 0.3886,
        "maxSlewHeadroom_pct": 73.90,
        "tns_ns": 0,
    },
    "flow_run": {
        "cap_violations": 0,
        "warnings": 32,
    },
    "synth": {
        "avgSynthCellArea_um2": 8.266,
        "ys_area_um2": 272.8,
        "yosysTopAreaCell": "ha_1",
        "top_area_share_pct": 18.35,
        "area_leaders": "ha_1 (18%), fa_1 (15%), a21oi_4 (6.0%)",
        "synth-warning-count": 1,
        "netlist_instances": 33,
        "ys_types": 24,
        "ys_seq_share_pct": 0,
        "ys_cells": 33,
        "synth_area_um2": 272.8,
    },
    "global_routing": {
        "grtUsageTotal_pct": 2.756,
        "grt_pass1_wl_mm": 1.483,
        "antenna_found_initial": 0,
        "grt_pass1_vias": 332,
        "grt_max_degree": 6,
        "grt_overflow": 0,
    },
    "setup_path": {
        "worstPathMaxFanout": 5,
        "crit_path_start": "a[0]",
        "required_ns": 5.20,
        "end_kind": "output pin",
        "path_class": "primary input to output pin",
        "crit_arrival_ns": 4.53,
        "start_kind": "primary input",
    },
    "die": {
        "die_width_um": 80,
        "die_height_um": 80,
        "core_mm2": 0.003416,
        "fp_util_pct": 7.985,
        "std_cell_rows": 21,
        "die_area_mm2": 0.006400,
        "num_io_pins": 19,
    },
    "worst_hold_path": {
        "hold_depth": 3,
        "hp-start": "cin",
        "min_to": "y[0]",
        "hold_class": "primary input to output pin",
    },
    "cts": {
        "ctsResizeCount": 0,
        "cts_setup_buffers": 0,
        "postCtsHoldBufs": 0,
    },
}
## area by class of cell
cell class         count  area [um2]  area share, %
multi-input cells     28       250.2          48.78
repair buffers        19       190.2          37.07
inverters              4       15.01          2.927
well taps             46       57.56          11.22
## cells by family after synthesis
logic type	count (synthesis)	share of synthesized area [%]
buffers and inverters	5	8.256
xor gates and xnor gates	2	6.423
AOI/OAI and AO/OA	10	29.36
muxes	1	3.670
adders and majority gates	6	33.03
and+or+nand+nor	9	19.27
## Yosys cell counts (all sizes together) (2+ instances only)
library cell,count
nor2,2
inv,4
a21oi,3
fa,2
ha,4
o21ai,2
## worst max-delay path: stages
cell             delay, ns
clkdlybuf4s50_1       0.43
fa_1                  0.47
fa_1                  0.42
xnor2_1               0.35
ha_1                  0.31
and4b_1               0.23
or3_1                 0.35
a22oi_2               0.19
clkdlybuf4s50_1       0.48
## where the power goes
| group | leakage [nW] | switching, mW | internal, mW |
|---|---|---|---|
| Clock | 0 | 0 | 0 |
| Sequential | 0 | 0 | 0 |
| Combinational | 0.200 | 0.0258 | 0.0440 |
| Total | 0.200 | 0.0258 | 0.0440 |
## per-stage QoR
| step | area [um2] | util [%] | hold slack [ns] | cells |
|---|---|---|---|---|
| final | 513.0 | 15.02 | 3.792 | 97 |
| after global routing | 513.0 | 15.02 | 3.838 | 97 |
| after CTS | 513.0 | 15.02 | 3.817 | 97 |
| after detailed placement | 513.0 | 15.02 | 3.814 | 97 |
| after global placement | 513.0 | 15.02 | 3.817 | 97 |
| after floorplan | 272.8 | - | 2.767 | 33 |
## worst max path at each step
stage / endpoint / slack [ns] / depth (start not counted)
CTS: sum[1] / 0.67 / 9
finish: sum[1] / 0.67 / 9
global route: sum[1] / 0.52 / 9
## routing by layer
layer / vias to the layer above / part of all wire [%] / GRT usage (%) / wire length, um
li1: 154 / - / - / -
met1: 107 / 43 / 3.125 / 382
met2: 15 / 30 / 4.093 / 266
met3: 0 / 26 / 2.386 / 232
met4: 0 / 0 / 0 / 0
met5: - / 0 / 0 / 0
Power is estimated from default activity; no workload was simulated.
